## flow/design.v

```verilog
`resetall
`timescale 1ns / 1ps
`default_nettype none
module fifo_async #(
    parameter WIDTH = 8,
    parameter DEPTH_LOG2 = 10
)(
    input wire  w_clk,       
    input wire  w_rst,       
    input wire  write ,
    input wire [WIDTH-1:0] w_data ,
    output logic    w_full ,
    input wire  r_clk ,  
    input wire  r_rst ,  
    input wire  read ,
    output logic [WIDTH-1:0] r_data ,
    output logic r_empty
);
localparam max_size = 2**DEPTH_LOG2;
logic [WIDTH-1:0]           mem[max_size];
logic [DEPTH_LOG2:0]      w_addr_next;
logic [DEPTH_LOG2:0]      w_addr;
logic [DEPTH_LOG2:0]      w_addr_r1;
logic [DEPTH_LOG2:0]      w_addr_r2;
logic [DEPTH_LOG2:0]      r_addr;
logic [DEPTH_LOG2:0]      r_addr_w1;
logic [DEPTH_LOG2:0]      r_addr_w2;
logic                       w_step;
logic                       r_step;
assign w_step = write & ~w_full;
gray_cnt 
#(
    .N              (  DEPTH_LOG2  ),
    .first_bit      (   1          )
)  
w_gray_cnt
( 
    .clk        (   w_clk   ),  
    .rstp       (   w_rst   ),  
    .en         (   w_step  ),
    .out        (   w_addr_next  )
);
always @(posedge w_clk) begin
    if( w_rst )
        w_addr <= #1 '0;
    else if( w_step )
        w_addr <= #1 w_addr_next;
    r_addr_w1 <= #1 r_addr;
    r_addr_w2 <= #1 r_addr_w1;
end
always @(posedge r_clk) begin
    w_addr_r1 <= #1 w_addr;
    w_addr_r2 <= #1 w_addr_r1;
end
assign w_full  = (w_addr_next==r_addr_w2) ? 1 : 0;
assign r_empty = (w_addr_r2==r_addr) ? 1 : 0;
gray_cnt 
#(
    .N              (  DEPTH_LOG2  ),
    .first_bit      (   0          )
)  
r_gray_cnt
( 
    .clk        (   r_clk   ),  
    .rstp       (   r_rst   ),  
    .en         (   r_step  ),
    .out        (   r_addr  )
);
always @(posedge w_clk)
    if( w_step )
        mem[w_addr] <= #1 w_data;
assign r_data = mem[r_addr];
assign r_step = read & ~r_empty;
endmodule
`resetall
`timescale 1ns / 1ps
`default_nettype none
module gray_cnt 
#(
    parameter           N = 4,
    parameter logic     first_bit = 0
)  
( 
    input wire          clk,  
    input wire          rstp,  
    input wire          en,
    output reg [N-1:0] out
);  
    logic [N-1:0] q;  
    logic [N-1:0] n_q;  
    logic [N-1:0] n_out;  
    always_comb begin
        n_q = q + 1;
        n_out = {n_q[N-1], n_q[N-1:1] ^ n_q[N-2:0]};
    end
    always @ (posedge clk) begin  
        if( rstp ) begin  
            q[0]        <= #1 first_bit;  
            q[N-1:1]    <= #1 '0;  
            out[0]      <= #1 first_bit;  
            out[N-1:1]  <= #1 '0;  
        end else if( en ) begin  
            q <= #1 n_q;
            out <= #1 n_out;  
        end  
    end  
endmodule  
```

## flow/run.sh

```bash
#!/bin/bash
# OpenROAD 26Q1-2900-gdf79404cd8, Yosys 0.63+post, stock flow scripts
make -C /OpenROAD-flow-scripts/flow DESIGN_CONFIG=/design/flow/config.mk WORK_HOME=/design/flow/orfs finish
```

## flow/config.mk

```make
export PLATFORM = sky130hd
export DESIGN_NAME = fifo_async
export DESIGN_NICKNAME = fifo_async
export VERILOG_FILES = /design/flow/design.v
export SDC_FILE = /design/flow/constraint.sdc
export NUM_CORES = 4
export LEC_CHECK = 1
export CORE_UTILIZATION = 50
export SYNTH_MEMORY_MAX_BITS = 65536
```

## flow/constraint.sdc

```tcl
current_design fifo_async

set clk_period 181.0
set clk_io_pct 0.2

create_clock -name clk0 -period $clk_period [get_ports {r_clk}]
create_clock -name clk1 -period $clk_period [get_ports {w_clk}]

set non_clock_inputs [all_inputs -no_clocks]
set_input_delay [expr $clk_period * $clk_io_pct] -clock clk0 $non_clock_inputs
set_output_delay [expr $clk_period * $clk_io_pct] -clock clk0 [all_outputs]
```

==> out/qor.csv <==
stage,metric,value,unit
synth,post-synth area from yosys stat,322000,um^2
synth,Synth Register Bits,8280,
floorplanning,FP Util,50.2,%
layout,Fillers,46586,
critical_path,reg2reg setup slack,175.90,ns
power_and_ir_drop,leakage power,110,nW
power_and_ir_drop,Design Power,0.00482,W
clocking,cts repair resizes,0,
floorplanning,Die Span Y,804,um
layout,share of layout cells above drive strength 1,23.9,%
final_timing,Worst Clk Skew,0.0822,ns
routing,vias post-DR,159739,
synth,Synth Area in Simple Gates,2.46,%
grt,initial antenna violation count,69,
floorplanning,DIE WIDTH,804,um
power_and_ir_drop,pwr dens,13.4,nW/um^2
critical_path,Worst path slowest cell,o2111ai_1,
layout,Area Overhead vs Synth,12.1,%
outcome,status,"complete, but fails checks",
critical_path,"slowest stage delay, CP",1.13,ns
grt,first-pass GRT wire length,1320,mm
synth,Post-synth EDFFs,8192,
outcome,failing checks,"max-capacitance violations, max-slew violations",
clocking,"CTS clk-pin slew, worst paths",0.13,ns
critical_path,Worst path most repeated cell,buf_4,
grt,GRT overflow,0,
synth,adder-cell area share of the yosys netlist,0.00778,%
final_timing,Final Hold Violation Tally,0,
routing,drt total wl,939,mm
synth,Yosys Warn Count,5,
synth,MUX area fraction,15.2,%
synth,ys async rst share,0,%
critical_path,Critical Path End Type,primary output,
synth,yosys xor share,0.193,%
critical_path,worst r2r dst,mem[747][6]$_DFFE_PP_,
floorplanning,Placeable Area,641000,um^2
power_and_ir_drop,Comb pwr share,22.4,%
clocking,TritonCTS clock tree,done,
synth,"Top FF cell, synth",edfxtp_1,
power_and_ir_drop,Pint,0.00343,W
synth,Unique cell types,85,
job,OpenROAD warning count,52,
synth,comb area leader,multiplexers,
routing,DR iter-0 viols,11029,
final_timing,Fin Setup TNS,0,ns
synth,synthesized area,322000,um^2
min_path,min-delay src,r_gray_cnt.q[9]$_SDFFE_PP0P_,
power_and_ir_drop,Max VDD drop,0.0123,mV
routing,Final ANT Viol Nets,0,
placement,Placer Congestion,0.925,
final_timing,fin. max-slew vios,3,
min_path,hold endpoint,r_addr_w1[9]$_DFF_P_,
placement,IO Port Bufs,22,
synth,post-synthesis cell count,15416,
critical_path,required time worst endpoint,144.80,ns
grt,Total GRT Usage,33.1,%
synth,Post-Synth AOI/OAI Area,3.22,%
synth,sequential element share of the synthesized area,77.0,%
routing,Pre-antenna DRT Iters,6,
power_and_ir_drop,sequential fraction of design power,44.0,%
floorplanning,row cnt,294,
clocking,Sink Count,8280,
power_and_ir_drop,clock share of power,33.7,%
critical_path,critical-path cell list,buf_4 > buf_4 > buf_4 > buf_12 > buf_4 > buf_4 > buf_4 > buf_4 > buf_4 > mux4_2 > mux4_2 > o2111ai_1 > nand4b_1 > buf_4 > clkdlybuf4s50_1,
critical_path,crit path DAT,10.58,ns
power_and_ir_drop,switching part of the total power,28.8,%
floorplanning,number of I/O pins,24,
final_timing,slew margin rel.,-8.04,%
critical_path,largest fanout on the critical path,54,
synth,Syn Area/Cell,20.9,um^2
final_timing,RSZ-0062 raised after global routing,false,
critical_path,reg2reg start,w_gray_cnt.q[9]$_SDFFE_PP0P_,
critical_path,CP Launch Type,flop,
critical_path,type of the worst setup path,flop to primary output,
final_timing,Final Setup Violations,0,
min_path,Hold Crit Class,flop to flop,
floorplanning,die area,647000,um^2
routing,drt drc,0,
routing,drt wl/cell,36.7,um
placement,Final HPWL DP,593,mm
critical_path,Register-to-Register Path Depth,11,
power_and_ir_drop,Net Sw Power,0.00139,W
job,Max-Cap Viols,1,
final_timing,worst-margin pin slew,1.61,ns
grt,vias in the first global route,172521,
synth,ys cells,15416,
min_path,Hold Path Depth,1,
routing,vias per inst,6.24,
clocking,setup bufs post-CTS,0,
grt,largest net degree at the start of global routing,129,
clocking,hold buffer count at cts,7,
-- flip-flops by register name, indices dropped and copies added (netlist names) --
| name | flops |
|---|---|
| mem | 8192 |
| r_addr_w1 | 10 |
| r_addr_w2 | 10 |
| r_gray_cnt.out | 9 |
| r_gray_cnt.q | 10 |
| w_addr | 10 |
| w_addr_r1 | 10 |
| w_addr_r2 | 10 |
| w_gray_cnt.out | 9 |
| w_gray_cnt.q | 10 |
-- power groups by stage --
stage	Sequential [W]	Clock [W]	Combinational [W]
after CTS	0.00212	0.00165	0.00108
final	0.00212	0.00162	0.00108
after global routing	0.00212	0.00171	0.00114
-- routing by layer --
| layer | vias to the layer above | part of all wire [%] | track usage [%] | routed length, um |
|---|---|---|---|---|
| li1 | 66179 | - | - | - |
| met2 | 10277 | 46 | 45.0 | 429000 |
| met3 | 1771 | 20 | 27.4 | 185000 |
| met1 | 81440 | 30 | 41.4 | 279000 |
| met5 | - | 0.13 | 1.61 | 1220 |
| met4 | 72 | 4.8 | 11.8 | 44700 |
-- final cells by class --
| class | count | area, um^2 | area share [%] |
|---|---|---|---|
| clock buffers | 998 | 21300 | 5.90 |
| clock inverters | 491 | 4060 | 1.13 |
| well taps | 8584 | 10700 | 2.98 |
| inverters | 7 | 50.0 | 0.0139 |
| flip-flops and latches | 8280 | 248000 | 68.7 |
| multi-input cells | 6124 | 68400 | 19.0 |
| repair buffers | 1034 | 8150 | 2.26 |
| diodes | 94 | 235 | 0.0652 |
-- synthesized netlist by cell type (all sizes together), types with 24 or more instances --
library cell / instances / share of area [%]
o22ai: 249 / 0.48
mux2: 43 / 0.15
nor3: 87 / 0.14
a2111oi: 37 / 0.10
nand2: 355 / 0.41
o221ai: 270 / 0.73
dfxtp: 88 / 0.55
nor2: 1194 / 1.4
xor2: 40 / 0.11
o21ai: 174 / 0.27
nand4: 25 / 0.049
mux2i: 883 / 2.7
o211ai: 27 / 0.065
clkbuf: 414 / 0.48
nor4: 24 / 0.047
a22o: 30 / 0.082
nor2b: 24 / 0.047
mux4: 1752 / 12
a21oi: 259 / 0.40
xnor2: 31 / 0.084
a31oi: 35 / 0.068
a22oi: 111 / 0.26
edfxtp: 8192 / 76
buf: 591 / 1.5
a211oi: 90 / 0.21
nand3: 58 / 0.090
a221oi: 69 / 0.19
-- critical path: cells and delay by family (launching register included) --
| family | cells | cell delay (ns) |
|---|---|---|
| AND-OR/OR-AND | 1 | 1.13 |
| buffers and inverters | 11 | 6.15 |
| flip-flops | 1 | 0.61 |
| multiplexers | 2 | 1.17 |
| AND/OR/NAND/NOR | 1 | 0.78 |
-- cells in the final DEF (no fill, tap or decap), drive strengths merged, types with 31 or more instances in the layout --
cell type,n
nor3,87
a22oi,111
a31oi,35
bufinv,47
nor2,1194
o21ai,174
mux4,1752
buf,1013
xnor2,31
dfxtp,88
a211oi,90
clkbuf,998
nand3,58
o22ai,249
nand2,355
a2111oi,37
mux2i,883
a221oi,69
diode,94
a21oi,259
xor2,40
mux2,43
edfxtp,8192
o221ai,270
clkinv,412
-- how the worst max path moves through the flow --
stage,from,to,slack (ns),cells after the start
after CTS,r_gray_cnt.out[0]$_SDFFE_PP0P_,r_data[2],134.10,15
after global routing,r_gray_cnt.out[0]$_SDFFE_PP0P_,r_data[2],133.84,18
final,r_gray_cnt.out[0]$_SDFFE_PP0P_,r_data[2],134.22,15
-- through the flow --
stage	utilization, %	instance area [um^2]	instances	setup slack (ns)	hold WS [ns]
4_1_cts	56.2	360000	25518	134.10	0.0444
5_1_grt	56.2	361000	25548	133.84	0.117
3_3_place_gp	52.2	335000	24018	134.54	0.310
3_5_place_dp	52.3	335000	24022	134.53	0.312
2_1_floorplan	-	322000	15416	142.10	0.310
6_report	56.3	361000	25612	134.22	0.116
-- cells by family (layout without fill, tap and decap cells) --
kind of cell	after synthesis	count (layout)
adder cells (fa/ha/maj)	2	2
AND/OR/NAND/NOR	1897	1897
XOR/XNOR	71	71
flip-flops	8280	8280
buffers and inverters	1012	2530
other	0	94
multiplexers	2678	2678
AND-OR/OR-AND	1476	1476
No activity file was given, so power comes from the tool's default toggle rates.
